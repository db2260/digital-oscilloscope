$ cat config.mk
export PLATFORM = sky130hd
export DESIGN_NAME = async_transmitter
export DESIGN_NICKNAME = async_transmitter
export VERILOG_FILES = /design/flow/design.v
export SDC_FILE = /design/flow/constraint.sdc
export NUM_CORES = 4
export LEC_CHECK = 1
export CORE_UTILIZATION = 30
$ cat constraint.sdc
current_design async_transmitter

set clk_period 4.6
set clk_io_pct 0.2

create_clock -name clk0 -period $clk_period [get_ports {clk}]

set non_clock_inputs [all_inputs -no_clocks]
set_input_delay [expr $clk_period * $clk_io_pct] -clock clk0 $non_clock_inputs
set_output_delay [expr $clk_period * $clk_io_pct] -clock clk0 [all_outputs]
$ cat design.v
module async_transmitter (clk, txd_start, txd_data, txd, txd_busy);
input clk;
input txd_start;
input [7:0] txd_data;
output txd;
output txd_busy;
parameter clk_freq = 25000000;
parameter baud = 115200;
wire bit_tick;
baud_tick_gen #(clk_freq, baud) tickgen(.clk(clk), .enable(txd_busy), .tick(bit_tick));
reg [3:0] txd_state = 0;
wire txd_ready = (txd_state == 0);
assign txd_busy = ~txd_ready;
reg [7:0] txd_shift = 0;
always @(posedge clk) begin
    if(txd_ready & txd_start)
       txd_shift <= txd_data;
    else begin
        if(txd_state[3] & bit_tick)
            txd_shift <= (txd_shift >> 1);
    end
    case(txd_state)
        4'b0000: if(txd_start) txd_state <=4'b0100;
        4'b0100: if(bit_tick) txd_state <= 4'b1000;  
        4'b1000: if(bit_tick) txd_state <= 4'b1001;  
        4'b1001: if(bit_tick) txd_state <= 4'b1010;  
        4'b1010: if(bit_tick) txd_state <= 4'b1011;  
        4'b1011: if(bit_tick) txd_state <= 4'b1100;  
        4'b1100: if(bit_tick) txd_state <= 4'b1101;  
        4'b1101: if(bit_tick) txd_state <= 4'b1110;  
        4'b1110: if(bit_tick) txd_state <= 4'b1111;  
        4'b1111: if(bit_tick) txd_state <= 4'b0010;  
        4'b0010: if(bit_tick) txd_state <= 4'b0011;  
        4'b0010: if(bit_tick) txd_state <= 4'b0000;  
        default: if(bit_tick) txd_state <= 4'b0000;
    endcase
end
assign txd = (txd_state<4) | (txd_state[3] & txd_shift[0]);
endmodule
module baud_tick_gen (clk, enable, tick);
input clk, enable;
output tick;     
parameter clk_freq = 25000000;
parameter baud = 115200;
parameter over_sampling = 1;
function integer log2(input integer v); begin 
    log2=0; 
    while(v>>log2)
        log2=log2+1;
end
endfunction
localparam acc_width = log2(clk_freq/baud) + 8;
reg [acc_width:0] acc = 0;
localparam shift_limiter = log2(baud*over_sampling >> (31-acc_width));   
localparam inc = ((baud*over_sampling << (acc_width-shift_limiter)) + ( clk_freq >> (shift_limiter+1))) / (clk_freq >> shift_limiter);
always @(posedge clk) begin
    if(enable)
        acc <= acc[acc_width-1:0] + inc[acc_width:0];
    else
        acc <= inc[acc_width:0];
end
assign tick = acc[acc_width];
endmodule
$ cat run.sh
#!/bin/bash
# OpenROAD 26Q1-2900-gdf79404cd8, Yosys 0.63+post, stock flow scripts
make -C /OpenROAD-flow-scripts/flow DESIGN_CONFIG=/design/flow/config.mk WORK_HOME=/design/flow/orfs finish
==> results.py <==
# Metrics from the implementation run
metrics = {
    "cts": {
        "cts-root-buf": "clkbuf_8",
        "post_cts.repair.setup_buffers": 0,
        "holdBufCountCts": 0,
        "htreeDepth": 1,
        "tritoncts": "built",
        "insertion_delay_ns": 0.27,
        "cts_resized": 0,
        "numCtsBuffers": 3,
        "clock_path_buffers": 2,
        "path_clk_slew_ns": 0.09,
        "cts_sinks": 28,
    },
    "die": {
        "rows": 23,
        "die_w_um": 67.1,
        "design.core.area_um2": 4030,
        "die_area_um2": 4500,
        "die_height_um": 67.1,
        "pin_count": 12,
        "fp-utilization_pct": 31.5,
    },
    "layout": {
        "lay_top_cells": "19 x nand2_1, 16 x dfxtp_1, 12 x edfxtp_1, 11 x clkdlybuf4s50_1, 10 x a21oi_1",
        "synthToLayoutAreaGrowth_pct": 17.0,
        "final_util_pct": 36.9,
        "fin_cells": 189,
        "logic_area_um2": 554,
        "fillers": 407,
        "final_layout_size_suffix_gt1_share_pct": 10.8,
        "flop_area_um2": 681,
        "final_area_um2": 1490,
        "lay_top_count": "nand2_1",
    },
    "synthesis": {
        "syn_inst": 125,
        "synth_cell_types": 32,
        "yosys_warnings": 2,
        "yosysCellCount": 125,
        "numSynthFlops": 28,
        "netlist_area_um2": 1270,
        "edf_count": 12,
        "synth.avg_cell_area_um2": 10.2,
        "synth_seq_share_pct": 53.6,
        "yosys_most_used_dff": "dfxtp_1",
        "ys_async_sr_fraction_pct": 0,
        "synth_chip_area_um2": 1270,
    },
    "min_path": {
        "hold_depth": 1,
        "hold_start": "tickgen.acc[1]",
        "hold_path.class": "reg2reg",
        "whs_endpoint": "tickgen.acc[1]",
    },
    "global_route": {
        "grt_pass1_wl_um": 3680,
        "grtUsageTotal_pct": 10.9,
        "gr-total-overflow": 0,
        "antenna_found_initial": 0,
        "grt_start_max_net_pins": 16,
        "grt_pass1_vias": 845,
    },
    "flow_run": {
        "warnings": 25,
        "cap_violations": 0,
    },
    "final_timing": {
        "hold-worst-slack_ns": 0.437,
        "drv_slew": 0,
        "fin_crit_ns": 2.77,
        "fmax_ghz": 0.361,
        "finClkSkew_ns": 0.00251,
        "finalSetupTns_ns": 0,
        "relSlewSlack_pct": 60.0,
        "tightest_slew_ns": 0.601,
        "hold_violations": 0,
        "rsz0062_at_grt": "no",
        "post-route-period-util_pct": 60.2,
        "setup_violations": 0,
        "fin_ws_ns": 1.83,
    },
    "placed_design": {
        "place_area_um2": 1440,
        "dp.final_hpwl_um": 1490,
        "pre_cts_slack_ns": 2.13,
        "port_buffers": 11,
        "dpl.cell_count": 185,
        "place.gp.congestion": 0.802,
    },
    "setup_path": {
        "reg2reg_slack_ns": 2.73,
        "cp_max_fo": 12,
        "path_class": "reg2out",
        "required_ns": 3.68,
        "critPathArrivalTime_ns": 1.85,
        "timing.rr.end": "txd_shift[0]",
        "r2r-start": "txd_state[3]",
        "cp-start-kind": "flop",
        "reg2reg_depth": 4,
        "end_kind": "output pin",
    },
    "detailed_routing": {
        "antenna_left": 0,
        "drt_iter0_drc": 39,
        "antenna_cells": 0,
        "drc": 0,
        "vias_per_cell": 4.77,
        "num_vias": 902,
        "wire_per_inst_um": 10.9,
        "routed_wl_um": 2070,
        "first_pass_iters": 4,
    },
    "power": {
        "power.total_uw": 664,
        "p_leak_nw": 0.532,
        "ir_drop_v": 0.000212,
        "pwr_density_cell_nw_per_um2": 447,
    },
    "status": {
        "status": "completed",
    },
}
==> flip-flops by register name, indices dropped and copies added, names as in the netlist <==
register	flops
tickgen.acc	16
txd_shift	8
txd_state	4
==> routing by layer <==
metal | track usage, % | share of wire, % | up-vias
met5 | 0 | 0 | -
met4 | 2.13 | 2.1 | 0
met3 | 1.74 | 2.6 | 5
met2 | 16.3 | 42 | 10
met1 | 17.3 | 53 | 408
li1 | - | - | 479
==> report_power, final <==
part / switching (mW) / internal, mW / total, mW
sequential: 0.0557 / 0.308 / 0.364
combinational: 0.0863 / 0.0844 / 0.171
clock: 0.0702 / 0.0598 / 0.130
total: 0.212 / 0.452 / 0.664
==> cell families (layout without fill, tap and decap cells) <==
logic type | count (synthesis) | after routing | synth area share, %
XOR/XNOR | 3 | 3 | 2.07
flip-flops | 28 | 28 | 53.6
adder cells (fa/ha/maj) | 1 | 1 | 0.985
AND/OR/NAND/NOR | 47 | 47 | 19.7
buffers and inverters | 9 | 23 | 2.76
AND-OR/OR-AND | 30 | 30 | 14.7
multiplexers | 7 | 7 | 6.21
==> cell usage after synthesis, types with 2 or more instances <==
| library cell | instances | share of area [%] |
|---|---|---|
| nand2_1 | 19 | 5.6 |
| dfxtp_1 | 16 | 25 |
| edfxtp_1 | 12 | 28 |
| a21oi_1 | 10 | 3.9 |
| mux2_1 | 7 | 6.2 |
| o21ai_1 | 6 | 2.4 |
| inv_1 | 5 | 1.5 |
| nor2_1 | 5 | 1.5 |
| nor3_1 | 4 | 1.6 |
| o21ai_0 | 4 | 1.6 |
| or3_1 | 4 | 2.0 |
| o31ai_1 | 3 | 1.8 |
| or4_1 | 3 | 1.8 |
| xnor2_1 | 3 | 2.1 |
| a21oi_2 | 2 | 1.4 |
| and3_1 | 2 | 0.99 |
| inv_2 | 2 | 0.59 |
| nand2b_1 | 2 | 0.99 |
| nand3_1 | 2 | 0.79 |
| o21a_1 | 2 | 1.2 |
==> worst max path at each step <==
stage | from | end | slack (ns)
final | txd_state[3] | txd_busy | 1.83
after global routing | txd_state[3] | txd_busy | 1.70
after CTS | txd_state[3] | txd_busy | 1.81
==> area by class of cell <==
| cell class | instances | area share [%] |
|---|---|---|
| multi-input combinational | 88 | 37.3 |
| timing repair buffer | 12 | 7.91 |
| clock buffer | 3 | 2.78 |
| sequential | 28 | 45.8 |
| clock inverter | 1 | 0.253 |
| tap | 50 | 4.21 |
| inverter | 7 | 1.77 |
==> critical path, stage by stage (launching register included) <==
cell	delay [ns]
edfxtp_1	0.55
nor4_2	0.27
buf_4	0.24
inv_2	0.11
clkdlybuf4s50_1	0.41
Power is estimated from default activity; no workload was simulated.
