`design/flow/run.sh`:
```
#!/bin/bash
# OpenROAD 26Q1-2900-gdf79404cd8, Yosys 0.63+post, stock flow scripts
make -C /OpenROAD-flow-scripts/flow DESIGN_CONFIG=/design/flow/config.mk WORK_HOME=/design/flow/orfs finish
```
`design/flow/config.mk`:
```
export PLATFORM = sky130hd
export DESIGN_NAME = async_receiver
export DESIGN_NICKNAME = async_receiver
export VERILOG_FILES = /design/flow/design.v
export SDC_FILE = /design/flow/constraint.sdc
export NUM_CORES = 4
export LEC_CHECK = 1
export CORE_UTILIZATION = 40
```
`design/flow/constraint.sdc`:
```
current_design async_receiver

set clk_period 3.4
set clk_io_pct 0.2

create_clock -name clk0 -period $clk_period [get_ports {clk}]

set non_clock_inputs [all_inputs -no_clocks]
set_input_delay [expr $clk_period * $clk_io_pct] -clock clk0 $non_clock_inputs
set_output_delay [expr $clk_period * $clk_io_pct] -clock clk0 [all_outputs]
```
`design/flow/design.v`:
```
module async_receiver (clk, rxd, rxd_data_ready, rxd_data, rxd_idle, rxd_endofpacket);
input clk;
input rxd;
output reg rxd_data_ready = 0;
output reg [7:0] rxd_data = 0;   
output rxd_idle;
output reg rxd_endofpacket = 0;
parameter clk_freq = 25000000;  
parameter baud = 115200;
parameter over_sampling = 8; 
reg [3:0] rxd_state = 0;
wire over_sampling_tick;
baud_tick_gen #(clk_freq, baud, over_sampling) tickgen(.clk(clk), .enable(1'b1), .tick(over_sampling_tick));
reg [1:0] rxd_sync = 2'b11;
always @(posedge clk) begin
    if(over_sampling_tick)
        rxd_sync <= {rxd_sync[0], rxd};
end
reg [1:0] filter_cnt = 2'b11;
reg rxd_bit = 1'b1;
always @(posedge clk) begin
    if(over_sampling_tick) begin
        if(rxd_sync[1] == 1'b1 && filter_cnt != 2'b11)
            filter_cnt <= filter_cnt + 1'd1;
        else begin
            if(rxd_sync[1] == 1'b0 && filter_cnt != 2'b00)
                filter_cnt <= filter_cnt - 1'd1;
            if(filter_cnt == 2'b11)
                rxd_bit <= 1'b1;
            else
                if(filter_cnt == 2'b00)
                    rxd_bit <= 1'b0;
        end
    end
end
function integer log2(input integer v); begin 
    log2=0; 
    while(v>>log2)
        log2=log2+1;
end
endfunction
localparam p = log2(over_sampling);
reg [p-2:0] over_sampling_cnt = 0;
always @(posedge clk) begin
    if(over_sampling_tick)
        over_sampling_cnt <= (rxd_state==0) ? 1'd0 : over_sampling_cnt + 1'd1;
end
wire sample_now = over_sampling_tick && (over_sampling_cnt == over_sampling/2-1);
always @(posedge clk) begin
    case(rxd_state)
        4'b0000: if(~rxd_bit) rxd_state <=  4'b0001 ;   
        4'b0001: if(sample_now) rxd_state <= 4'b1000;    
        4'b1000: if(sample_now) rxd_state <= 4'b1001;    
        4'b1001: if(sample_now) rxd_state <= 4'b1010;    
        4'b1010: if(sample_now) rxd_state <= 4'b1011;    
        4'b1011: if(sample_now) rxd_state <= 4'b1100;    
        4'b1100: if(sample_now) rxd_state <= 4'b1101;    
        4'b1101: if(sample_now) rxd_state <= 4'b1110;    
        4'b1110: if(sample_now) rxd_state <= 4'b1111;    
        4'b1111: if(sample_now) rxd_state <= 4'b0010;    
        4'b0010: if(sample_now) rxd_state <= 4'b0000;    
        default: rxd_state <= 4'b0000;
    endcase
end
always @(posedge clk) begin
    if(sample_now && rxd_state[3])
        rxd_data <= {rxd_bit, rxd_data[7:1]};
end
always @(posedge clk) begin
    rxd_data_ready <= (sample_now && rxd_state==4'b0010 && rxd_bit);     
end
reg [p+1:0] gap_cnt = 0;
always @(posedge clk) begin
    if(rxd_state != 0)
        gap_cnt <= 0;
    else
        if(over_sampling_tick && ~gap_cnt[log2(over_sampling)+1])
            gap_cnt <= gap_cnt + 1'h1;
end
assign rxd_idle = gap_cnt[p+1];
always @(posedge clk) begin
    rxd_endofpacket <= over_sampling_tick & ~gap_cnt[p+1] & &gap_cnt[p:0];
end
endmodule
module baud_tick_gen (clk, enable, tick);
input clk, enable;
output tick;     
parameter clk_freq = 25000000;
parameter baud = 115200;
parameter over_sampling = 1;
function integer log2(input integer v); begin 
    log2=0; 
    while(v>>log2)
        log2=log2+1;
end
endfunction
localparam acc_width = log2(clk_freq/baud) + 8;
reg [acc_width:0] acc = 0;
localparam shift_limiter = log2(baud*over_sampling >> (31-acc_width));   
localparam inc = ((baud*over_sampling << (acc_width-shift_limiter)) + ( clk_freq >> (shift_limiter+1))) / (clk_freq >> shift_limiter);
always @(posedge clk) begin
    if(enable)
        acc <= acc[acc_width-1:0] + inc[acc_width:0];
    else
        acc <= inc[acc_width:0];
end
assign tick = acc[acc_width];
endmodule
```
==> Slide: Implementation Results <==
Implementation Results

Critical path
  • CP Max Fanout: 4
  • Setup crit end kind: register
  • Critical path type: register to register
  • Reg2reg start: over_sampling_cnt[0]
  • Worst setup SP type: register
  • Worst Reg-to-Reg Cells: 5
  • CP startpoint: over_sampling_cnt[0]
  • Reg-to-reg slack, setup: around 1.6 ns
  • Critical Path AT: 1.75 ns
  • CP required: around 3.3 ns
  • RR Endpoint: rxd_state[3]

Die
  • Num rows: 22
  • I/O pins: 13
  • Die area: about 4400 sq um
  • Floorplan die height: approximately 66 um
  • Core area: ~3800 sq um
  • Init Core Util: 0.433
  • Die width: 66.1 um

Global route
  • Largest net degree at the start of global routing: 12
  • Total Routing Usage GR: 0.127
  • Global-route wire length before repair: approximately 4000 um
  • Initial antenna violation count: 0
  • Vias in the first global route: a little over 900
  • GRT overflow: 0

Synth
  • Post-Syn Area: approximately 1600 sq um
  • Synth Area per Inst: between 10 and 15 sq um
  • Synth Seq Share: 0.621
  • Yosys cell count: roughly 140
  • Cell area leaders: edfxtp_1, dfxtp_1, ha_1, xnor2_1, xor2_1
  • Chip area in the Yosys report: between 1500 and 2000 sq um
  • Mapped Cells: around 140
  • Post-synth top area share: 0.365
  • Post-synthesis register bit count: roughly 41
  • Yosys warning tally: 2
  • Synth cell types: 32
  • Cell type with the largest total area: edfxtp_1

Detailed routing
  • Initial drt markers: around 46
  • Via Count: 963
  • Final wirelength: 2200 um
  • DRC: 0
  • Antenna Nets Post-Route: 0
  • TritonRoute pass-1 iters: 4
  • N_diodes: 0
  • WL/cell: 10.9 um
  • Vias per cell: between 4 and 5

STA
  • Slew Limit Headroom: 0.577
  • Slew Limit Fails: 0
  • Fmax: 0.546 GHz
  • Layout Skew: ~0.0031 ns
  • Measured slew at the worst slew-check pin: 0.634 ns
  • Ratio of final minimum period to clock period: 0.538
  • Fin crit period: 1.83 ns
  • TNS Setup: 0 ns
  • Setup Viol. Count Final: 0
  • RSZ-0062 raised after global routing: no
  • Hold Vio Cnt, Final: 0

Place
  • Post-DP HPWL: around 1500 um
  • I/O Buffers: 12
  • Post-Place Cells: 193
  • Placer congestion estimate: 0.782

Clock tree
  • Worst-path clk slew: roughly 0.070 ns
  • Post-CTS sizing: 0
  • # H-tree levels: 2
  • Hold Buf Count CTS: 0
  • CTS tree: yes
  • Clk sinks: around 41
  • Post-CTS Setup Inserts: 0
  • Maximum clock insertion buffer count: 2
  • Total CTS buffers: 5
  • Root Buffer Master: clkbuf_8
  • Late-Pin Clk Latency: around 0.28 ns

Flow run
  • Log Warnings: 26
  • Maxcap violations: 0

Finish
  • Finished Layout Cells: between 200 and 250
  • Filler cell count: between 300 and 400
  • Top cell excl fill/tap: dfxtp_1
  • Area delta synth->final: 14.9%
  • Share of post-route cells with drive strength above 1: 0.0523
  • Top cells excl fill/tap: dfxtp_1, edfxtp_1, nor2_1

Power
  • Worst VDD drop: around 300 uV
  • Leakage power: ~0.7 nW
  • Pwr Total: 0.803 mW
  • Pwr Density: ~420 nW/um^2

Status
  • Run status: finished clean

Min path
  • Min-delay worst type: register to register
  • Hold endpoint: rxd_sync[1]
  • Hold_sp: rxd_sync[0]
  • Hold Path Cell Cnt: 0
[stage by stage]
stage / hold slack [ns] / instance area [sq um] / utilization / setup WS (ns)
6_report: 0.425 / 1890 / 0.498 / 1.57
2_1_floorplan: 0.393 / 1650 / - / 1.72
4_1_cts: 0.427 / 1890 / 0.498 / 1.54
3_3_place_gp: 0.403 / 1810 / 0.477 / 1.62
3_5_place_dp: 0.410 / 1810 / 0.477 / 1.54
5_1_grt: 0.446 / 1890 / 0.498 / 1.36
[worst max path at each step]
stage,to,slack [ns],cells past startpoint
CTS,rxd_state[3],1.54,5
global route,rxd_state[1],1.36,5
finish,rxd_state[3],1.57,5
[sequential cells by signal (all words and copies together), names as in the netlist]
register	flops
rxd_bit	1
filter_cnt	2
gap_cnt	6
tickgen.acc	13
rxd_data	8
rxd_endofpacket	1
over_sampling_cnt	3
rxd_state	4
rxd_sync	2
rxd_data_ready	1
[power breakdown]
| group | internal, mW | total, mW | switching, mW |
|---|---|---|---|
| logic | 0.000998 | 0.00121 | 0.000216 |
| registers | 0.513 | 0.513 | 0 |
| clock network | 0.145 | 0.289 | 0.143 |
[Yosys cell counts, drive strengths merged]
| cell | n |
|---|---|
| nor4b | 1 |
| nor3b | 1 |
| and2 | 2 |
| edfxtp | 20 |
| o21ai | 3 |
| nand2 | 12 |
| a31oi | 2 |
| a21o | 1 |
| a41oi | 1 |
| xor2 | 7 |
| o211ai | 1 |
| nand4 | 2 |
| o2111ai | 1 |
| nor2b | 3 |
| xnor2 | 9 |
| nor4 | 2 |
| a21oi | 3 |
| dfxtp | 21 |
| nand2b | 1 |
| and3 | 3 |
| a211oi | 1 |
| buf | 3 |
| ha | 7 |
| o21a | 1 |
| inv | 7 |
| nor2 | 16 |
| a221oi | 1 |
| and4b | 1 |
| or3 | 1 |
| mux2i | 2 |
[per-layer routing]
metal | track usage | part of all wire
met5 | 0 | 0
met4 | 0.0213 | 0.022
met3 | 0.0507 | 0.058
met2 | 0.176 | 0.40
met1 | 0.202 | 0.52
[kinds of logic after synthesis]
logic type | after synthesis | synth area share
muxes | 2 | 0.0122
xor gates and xnor gates | 16 | 0.0852
buffers and inverters | 10 | 0.0251
DFF | 41 | 0.621
and+or+nand+nor | 45 | 0.137
adders and majority gates | 7 | 0.0532
AOI/OAI and AO/OA | 15 | 0.0669
[worst max-delay path, cell delays in order, from the launching register on]
cell and delay (ns):
edfxtp_1 0.35, ha_1 0.15, ha_1 0.15, nand2_1 0.09, and4b_1 0.21, a221oi_1 0.52
[area by class of cell]
| cell class | instances | area [sq um] | share of cell area |
|---|---|---|---|
| Timing Repair Buffer | 12 | 120 | 0.0635 |
| Sequential cell | 41 | 1020 | 0.540 |
| Clock buffer | 8 | 80.1 | 0.0424 |
| Inverter | 7 | 26.3 | 0.0139 |
| Multi-Input combinational cell | 85 | 583 | 0.308 |
| Tap cell | 48 | 60.1 | 0.0318 |
Power figures rest on the tool's default switching activity, not on a simulated workload.
